## /design/flow/constraint.sdc

```tcl
current_design alu

set clk_period 6.3
set clk_io_pct 0.2

create_clock -name clk0 -period $clk_period

set non_clock_inputs [all_inputs -no_clocks]
set_input_delay [expr $clk_period * $clk_io_pct] -clock clk0 $non_clock_inputs
set_output_delay [expr $clk_period * $clk_io_pct] -clock clk0 [all_outputs]
```

## /design/flow/design.v

```verilog
typedef enum logic [1:0] { 
    ADD = 2'b00, 
    SUB = 2'b01, 
    AND = 2'b10, 
    OR  = 2'b11 
} opcode_e; 
module alu ( 
    input  logic [7:0] a, 
    input  logic [7:0] b, 
    input  opcode_e    op, 
    output logic [7:0] y 
); 
    always_comb begin 
        case (op) 
            ADD: y = a + b; 
            SUB: y = a - b; 
            AND: y = a & b; 
            OR : y = a | b; 
            default: y = 8'h00; 
        endcase 
    end 
endmodule
```

## /design/flow/config.mk

```make
export PLATFORM = sky130hd
export DESIGN_NAME = alu
export DESIGN_NICKNAME = alu
export VERILOG_FILES = /design/flow/design.v
export SDC_FILE = /design/flow/constraint.sdc
export NUM_CORES = 4
export LEC_CHECK = 1
export CORE_AREA = 10 10 78 78
export DIE_AREA = 0 0 88 88
```

## /design/flow/run.sh

```bash
#!/bin/bash
# OpenROAD 26Q1-2900-gdf79404cd8, Yosys 0.63+post, stock flow scripts
make -C /OpenROAD-flow-scripts/flow DESIGN_CONFIG=/design/flow/config.mk WORK_HOME=/design/flow/orfs finish
```

==> results.json <==
{
  "run_status": "completed",
  "post-cts-setup-buffers": 0,
  "cts_resized": 0,
  "flops": 0,
  "finalCritPeriodShare_pct": 88.2,
  "endpoint_kind": "output pin",
  "switchingPower_mw": 0.0455,
  "crit_arrival_ns": 4.29,
  "nClkBuffers": 0,
  "first_global_vias": 712,
  "regArea_um2": 0,
  "finalNonFillerCells": 176,
  "powerDensity_nw_per_um2": 101,
  "rows": 24,
  "syn_area_um2": 742,
  "layout_setup_ws_ns": 0.746,
  "slew_violations": 0,
  "yosysSeqAreaShare_pct": 0,
  "hold_buffers": 0,
  "die_area_um2": 7740,
  "area_leaders": "ha_1 17%, xnor2_1 12%, maj3_1 8.1%",
  "yosysTopAreaCell": "ha_1",
  "tightest_slew_ns": 0.572,
  "syn_inst": 100,
  "drt_iter0_drc": 62,
  "die_w_um": 88,
  "layout-drive-gt1-share_pct": 6.45,
  "ys_chip_area_um2": 742,
  "ir_worst_vdd_mv": 0.0208,
  "vias": 764,
  "dpl-instance-area_um2": 1040,
  "rsz0062_at_grt": "no",
  "fmax_ghz": 0.180,
  "dr.pass1.iters": 4,
  "wl_um": 2030,
  "dp_hpwl_um": 1780,
  "ios": 26,
  "most-common-layout-cells": "26 x clkdlybuf4s50_1, 10 x xnor2_1, 10 x ha_1",
  "worstSetupPathType": "in2out",
  "grt_max_degree": 18,
  "critPathMostFrequentCell": "clkdlybuf4s50_1",
  "hold_path_class": "in2out",
  "synth_top_area_share_pct": 16.9,
  "antenna_found_initial": 0,
  "syn2layout_area_growth_pct": 40.8,
  "max_slew_margin_pct": 61.6,
  "p_comb_share_pct": 100.0,
  "crit_slowest_cell": "nor3_1",
  "grt_usage_pct": 5.11,
  "critPathMaxFanout": 4,
  "viasPerCell": 4.34,
  "layout_top_cell": "clkdlybuf4s50_1",
  "p_leak_nw": 0.416,
  "post-place-ws_ns": 0.747,
  "fp_util_pct": 16.8,
  "drc": 0,
  "fin_area_um2": 1040,
  "core_um2": 4410,
  "switching_share_pct": 43.0,
  "nFillCells": 487,
  "critPathLaunchType": "primary input",
  "p_int_mw": 0.0602,
  "cap_viol_max_count": 0,
  "ys_warn_count": 1,
  "holdPathStages": 5,
  "hold_ws_ns": 3.73,
  "grt_first_pass_wirelength_um": 3330,
  "finalSetupTns_ns": 0,
  "cp.required_ns": 5.04,
  "portBuffers": 26,
  "dieHeight_um": 88,
  "ant_nets": 0,
  "gp_congestion": 0.803,
  "ys_cells": 100,
  "setup_viol": 0,
  "dp_cells": 176,
  "avgSynthCellArea_um2": 7.42,
  "p_seq_share_pct": 0,
  "overflow": 0,
  "warnings": 34,
  "wire_per_inst_um": 11.5,
  "post-route-min-period_ns": 5.55,
  "hold_viol_final": 0,
  "yosysUniqueCellTypes": 33,
  "antenna_cells": 0,
  "pwr-share-clk_pct": 0,
  "cp_cell_sequence": "clkdlybuf4s50_1, nor3_1, nor2_1, xnor2_1, ha_1, a21o_1, nand2_1, nand3b_1, a21oi_1, mux2i_1, o311a_1, clkdlybuf4s50_1",
  "slowest_delay_ns": 0.53
}
-- cell usage after synthesis (3+ instances only) --
master,number
a21oi_1,6
buf_6,3
ha_1,10
inv_1,9
maj3_1,6
mux2i_1,3
nand2_1,9
nor2_1,8
nor3_1,4
o21ai_0,7
xnor2_1,10
-- layer usage --
metal / track usage, % / wire (um)
met1: 6.82 / 960
met2: 8.93 / 941
met3: 0.842 / 128
met4: 0 / 0
met5: 0 / 0
-- cells by family (layout without fill, tap and decap cells) --
family | count (synthesis) | after routing | synth area share, %
AND-OR/OR-AND | 23 | 23 | 21.4
XOR/XNOR | 12 | 12 | 14.2
adder cells (fa/ha/maj) | 17 | 17 | 27.7
buffers and inverters | 13 | 37 | 9.61
multiplexers | 4 | 4 | 5.56
AND/OR/NAND/NOR | 31 | 31 | 21.6
-- power by group through the flow --
stage | logic, mW | clock network (mW) | registers [mW]
after CTS | 0.108 | 0 | 0
final | 0.106 | 0 | 0
after global routing | 0.119 | 0 | 0
-- through the flow --
step	utilization, %	total power, mW
finish	23.7	0.106
global route	23.7	0.119
CTS	23.7	0.108
detailed placement	23.7	0.108
global placement	23.7	0.107
floorplan	-	0.0629
-- path summary, 6_finish.rpt --
check              from  slack (ns)   end
hold / removal    op[1]        3.73  y[4]
setup / recovery   b[2]        0.75  y[7]
-- layout make-up --
cell class         count  area [um^2]  share of cell area, %
inverters              9         33.8                   3.23
multi-input cells     87          671                   64.2
well taps             52         65.1                   6.23
repair buffers        28          275                   26.3
-- worst max-delay path: cells and delay by family --
kind / cells / cell delay, ns
multiplexers: 1 / 0.20
AND-OR/OR-AND: 3 / 0.55
XOR/XNOR: 1 / 0.15
buffers and inverters: 2 / 0.96
AND/OR/NAND/NOR: 4 / 0.83
adder cells (fa/ha/maj): 1 / 0.34
Power is estimated from default activity; no workload was simulated.
