<file path="/design/flow/config.mk">
export PLATFORM = sky130hd
export DESIGN_NAME = fifo
export DESIGN_NICKNAME = fifo
export VERILOG_FILES = /design/flow/design.v
export SDC_FILE = /design/flow/constraint.sdc
export NUM_CORES = 4
export LEC_CHECK = 1
export CORE_AREA = 10 10 70 70
export DIE_AREA = 0 0 80 80
</file>
<file path="/design/flow/constraint.sdc">
current_design fifo

set clk_period 4.4
set clk_io_pct 0.2

create_clock -name clk0 -period $clk_period [get_ports {clk}]

set non_clock_inputs [all_inputs -no_clocks]
set_input_delay [expr $clk_period * $clk_io_pct] -clock clk0 $non_clock_inputs
set_output_delay [expr $clk_period * $clk_io_pct] -clock clk0 [all_outputs]
</file>
<file path="/design/flow/design.v">
module fifo ( 
    input  logic       clk, 
    input  logic       wr, 
    input  logic       rd, 
    input  logic [7:0] din, 
    output logic       full, 
    output logic       empty 
); 
    logic [4:0] cnt;    
    assign full  = (cnt == 5'd16); 
    assign empty = (cnt == 5'd0); 
    always_ff @(posedge clk) begin 
        case ({wr, rd}) 
            2'b10: if (!full)  cnt <= cnt + 1;  
            2'b01: if (!empty) cnt <= cnt - 1;  
            default: cnt <= cnt;                
        endcase 
    end 
endmodule
</file>
<file path="/design/flow/run.sh">
#!/bin/bash
# OpenROAD 26Q1-2900-gdf79404cd8, Yosys 0.63+post, stock flow scripts
make -C /OpenROAD-flow-scripts/flow DESIGN_CONFIG=/design/flow/config.mk WORK_HOME=/design/flow/orfs finish
</file>
==> qor.yml <==
warnings: 33
drt-wirelength-per-cell_um: 6.51
p_total_mw: 0.157
power_per_cell_area_mw_per_mm2: 358
clockRootBuffer: "clkbuf_4"
fin_crit_ns: 2.75
hold_path.class: "reg2reg"
vias: 216
grt_max_degree: 7
criticalPathCategory: "reg2out"
syn_area_per_cell_um2: 11.7
post-place-ws_ns: 1.59
numSynthFlops: 5
cts-buffers-inserted: 3
status: "finished, final reports clean"
cts_max_path_buffers: 2
ant_nets: 0
cts.sinks: 5
viasPerCell: 2.67
drc_errors: 0
ys_types: 16
gr-total-overflow: 0
row_count: 21
grt_first_pass_wirelength_um: 945
rr_endpoint: "cnt[4]$_DFFE_PP_"
hold_buffers: 0
fillers: 396
cts.repair.resized: 0
antenna_found_initial: 0
worst_slack_ns: 1.65
clk_latency_ns: 0.24
dr.pass1.iters: 3
r2r_slack_ns: 2.71
yosysWarnings: 1
holdPathStages: 1
fp_util: 0.0923
die_height_um: 80
place.gp.congestion: 0.773
rsz0062_at_grt: "no"
dieArea_mm2: 0.00640
port_buffers: 4
min_to: "cnt[0]$_DFFE_PP_"
finalWirelength_um: 527
cts_tree: "yes"
p_leak_nw: 0.137
clk_pin_slew_ns: 0.04
final_layout_size_suffix_gt1_frac: 0.171
die_w_um: 80
slew_violations: 0
grtUsageTotal: 0.0193
setup_violations: 0
finClkSkew_ns: 0.00103
fin_crit_sh: 0.624
ys_cells: 27
dp_hpwl_um: 408
ios: 13
postCtsSetupBuffers: 0
worstPathMaxFanout: 5
holdCritStartpoint: "cnt[0]$_DFFE_PP_"
rr_worst_depth: 5
finalHoldViolCount: 0
antenna_cells: 0
htreeDepth: 1
core_area_mm2: 0.00342
drtIter0Drc: 28
top_register: "cnt"
ir_drop_mv: 0.0615
reg.largest.list: "cnt (5)"
cp_data_required_time_ns: 3.52
grt_pass1_vias: 208
critPathArrivalTime_ns: 1.87
syn-cell-area_um2: 315
r2r-start: "cnt[1]$_DFFE_PP_"
area_growth_pct: 39.3
tightest_slew_ns: 0.532
cap_viol_max_count: 0
fmax_mhz: 364
postSynthCellCount: 27
ys_area_um2: 315
ys_seq_frac: 0.476
largest_reg_flops: 5
end_kind: "output pin"
cp-start-kind: "flip-flop"
fin_setup_tns_ns: 0
max-slew-margin-rel: 0.645
[cell usage in the layout, fill, tap and decap left out]
| cell | count |
|---|---|
| xnor2_1 | 4 |
| nand2b_1 | 2 |
| a21oi_1 | 1 |
| and2_1 | 1 |
| nor2_1 | 2 |
| clkbuf_4 | 3 |
| nor3b_1 | 1 |
| a22oi_1 | 1 |
| ha_1 | 1 |
| a32oi_1 | 1 |
| or4_4 | 1 |
| edfxtp_1 | 5 |
| clkbuf_1 | 1 |
| and3_1 | 1 |
| o22ai_1 | 1 |
| clkdlybuf4s50_1 | 4 |
| nor2_4 | 2 |
| inv_1 | 2 |
| nor4b_1 | 1 |
[stage by stage]
stage	cells	area, µm²	hold slack (ns)	util
after global placement	77	413	0.617	0.121
after floorplan	27	315	0.579	-
after global routing	81	439	0.673	0.129
after CTS	81	439	0.631	0.129
final	81	439	0.629	0.129
after detailed placement	77	413	0.618	0.121
[cell usage after synthesis]
cell type / instances / area (µm²)
edfxtp_1: 5 / 150
xnor2_1: 4 / 35.0
inv_1: 2 / 7.51
nand2b_1: 2 / 12.5
nor2_1: 2 / 7.51
nor2_4: 2 / 22.5
a21oi_1: 1 / 5.00
a22oi_1: 1 / 7.51
a32oi_1: 1 / 8.76
and2_1: 1 / 6.26
and3_1: 1 / 6.26
ha_1: 1 / 12.5
nor3b_1: 1 / 7.51
nor4b_1: 1 / 8.76
o22ai_1: 1 / 6.26
or4_4: 1 / 11.3
[layout make-up]
type / instances / area, µm² / area share
inverters: 2 / 7.51 / 0.0171
well taps: 46 / 57.6 / 0.131
clock buffers: 4 / 26.3 / 0.0598
multi-input cells: 20 / 158 / 0.359
repair buffers: 4 / 40.0 / 0.0912
flip-flops and latches: 5 / 150 / 0.342
[cells by family (layout without fill, tap and decap cells)]
group | Yosys count | in the layout | synth area share
fa+ha+maj | 1 | 1 | 0.0397
compound gates | 4 | 4 | 0.0873
buf+inv | 2 | 10 | 0.0238
flops | 5 | 5 | 0.476
xor+xnor | 4 | 4 | 0.111
simple gates | 11 | 11 | 0.262
[how the worst max path moves through the flow]
stage           startpoint   end  slack [ns]  cells after the start
6_report  cnt[1]$_DFFE_PP_  full        1.65                      3
4_1_cts   cnt[1]$_DFFE_PP_  full        1.64                      3
5_1_grt   cnt[1]$_DFFE_PP_  full        1.57                      3
[power breakdown]
part           leakage, nW  total, mW  internal [mW]  switching (mW)
logic               0.0737     0.0316         0.0177          0.0139
registers           0.0483     0.0746         0.0649         0.00970
clock network       0.0150     0.0511         0.0342          0.0169
total                0.137      0.157          0.117          0.0405
[worst max-delay path, cell delays in order (launching register included)]
cell and delay, ns:
edfxtp_1 0.45, or4_4 0.61, nor2_4 0.11, clkdlybuf4s50_1 0.47
[metal layers]
| metal | GRT usage | wire, µm | up-vias |
|---|---|---|---|
| met4 | 0.00528 | 0 | 0 |
| met5 | 0 | 0 | - |
| met1 | 0.0251 | 273 | 93 |
| met2 | 0.0185 | 155 | 7 |
| li1 | - | - | 116 |
| met3 | 0.0227 | 98 | 0 |
Power is estimated from default activity; no workload was simulated.
