==> design.v <==
module vending ( 
    input  logic       clk, 
    input  logic       rst, 
    input  logic [4:0] coin, 
    output logic       dispense 
); 
    typedef enum logic [1:0] { 
        IDLE,      
        HAS5,      
        HAS10      
    } state_t; 
    state_t state, next_state; 
    always_ff @(posedge clk or posedge rst) begin 
        if (rst) 
            state <= IDLE; 
        else 
            state <= next_state; 
    end 
    always_comb begin 
        dispense   = 1'b0; 
        next_state = state; 
        case (state) 
            IDLE: begin 
                if (coin == 5) 
                    next_state = HAS5; 
                else if (coin == 10) 
                    next_state = HAS10; 
            end 
            HAS5: begin 
                if (coin == 5) begin 
                    dispense   = 1'b1; 
                    next_state = IDLE; 
                end 
                else if (coin == 10) begin 
                    dispense   = 1'b1; 
                    next_state = IDLE; 
                end 
            end 
            HAS10: begin 
                dispense   = 1'b1; 
                next_state = IDLE; 
            end 
        endcase 
    end 
endmodule
==> run.sh <==
#!/bin/bash
# OpenROAD 26Q1-2900-gdf79404cd8, Yosys 0.63+post, stock flow scripts
make -C /OpenROAD-flow-scripts/flow DESIGN_CONFIG=/design/flow/config.mk WORK_HOME=/design/flow/orfs finish
==> config.mk <==
export PLATFORM = sky130hd
export DESIGN_NAME = vending
export DESIGN_NICKNAME = vending
export VERILOG_FILES = /design/flow/design.v
export SDC_FILE = /design/flow/constraint.sdc
export NUM_CORES = 4
export LEC_CHECK = 1
export CORE_AREA = 10 10 70 70
export DIE_AREA = 0 0 80 80
==> constraint.sdc <==
current_design vending

set clk_period 1.8
set clk_io_pct 0.2

create_clock -name clk0 -period $clk_period [get_ports {clk}]

set non_clock_inputs [all_inputs -no_clocks]
set_input_delay [expr $clk_period * $clk_io_pct] -clock clk0 $non_clock_inputs
set_output_delay [expr $clk_period * $clk_io_pct] -clock clk0 [all_outputs]
==> qor.txt <==
Yosys cell count: 15
Fraction of layout instances using a drive strength above 1: 0.4194
Vias: 172
Hold Buf Count CTS: 0
Largest net degree at the start of global routing: 4
Length of routed met2 wiring: 210 um
Post-layout period usage of the worst path: 0.9171
Fmax achieved: 605.8 MHz
Die W: 80 um
Gate Count Post-Synth: 15
Outcome: complete, no violations
Post-route cell area: 382.9 um^2
Final core utilization: 0.1121
Total power: 288.7 uW
Final ANT Viol Nets: 0
Leakage dissipation: 0.1786 nW
Slowest stage cell, crit path: dlygate4sd2_1
Grt ovf: 0
Global-route usage over all layers: 0.01691
Core area: 3416 um^2
Largest register by flop count: state
Top Layout Cells: 5 x buf_4, 3 x inv_1, 3 x clkbuf_4, 3 x dlymetal6s2s_1
Die height: 80 um
Syn avg cell area: 10.51 um^2
Num CTS Buffers: 3
Die area: 6400 um^2
Critical-path cell list: dlygate4sd2_1, nand4bb_4, a21oi_2, a21o_1, buf_2
CTS clk-pin slew, worst paths: 0.04 ns
Residual DRC: 0
Post-DP Area: 315.3 um^2
CTS root buf: clkbuf_4
# H-tree levels: 1
Vias per cell: 2.234
GP Congestion: 0.6191
Max-Cap Viols: 0
HPWL after DPL: 386.2 um
Least-Margin Pin Slew: 0.2063 ns
WS Path Type: input pin to output port
Detailed-route wire length: 543 um
RSZ-0062 raised after global routing: false
DR WL/cell: 7.052 um
Most frequent logic cell in the layout: buf_4
PortBufs: 7
Seq share, synth: 0.4841
Top layer used by detailed routing: met3
Detailed Routing Iterations Pass 1: 2
Peak supply drop: 0.1503 mV
Power per cell area: 754.0 nW/um^2
Initial antenna violation count: 0
First-pass GRT wire length: 841 um
Initial DRC Count: 5
Pins Over Slew Limit: 0
Clock buffer depth: 2
Minimum clock period: 1.651 ns
FP Util: 0.04615
Largest register FFs: 3
Worst EP required: 1.44 ns
Worst Setup Start Kind: input pin
Row count: 21
Post-Syn Area: 157.7 um^2
Critical path arrival: 1.29 ns
Worst Hold Class: input pin to async pin
Antenna cell count: 0
Num ports: 8
Worst path max stage delay: 0.27 ns
Vias in the first global route: 200
Top Registers: state: 3 flops
Routed length on met3: 60 um
Setup Viol. Count Final: 0
M1 wire length: 272 um
#FFs+latches synth: 3
Worst skew pair latency: 0.23 ns
Distinct lib cells: 10
CTS sink cnt: 3
Area Overhead vs Synth: 142.9%
Yosys Warn Count: 1
Slew headroom: 0.8621
Critical Path End Type: output port
Final hold viol count: 0
Total tool warning count: 25
CP Max Fanout: 2
TritonCTS clock tree: built
Yosys chip area: 157.7 um^2
Clock skew: 0.0002814 ns
-- cell usage after synthesis (all sizes together) --
cell type	n	area, um^2
inv	3	11.26
dfrtp	2	50.05
nand4bb	2	22.52
nor2	2	7.510
a21o	1	7.510
a21oi	1	8.760
dfstp	1	26.28
mux2i	1	10.01
nor3	1	5.000
o32ai	1	8.760
-- through the flow --
stage          worst slack [ns]  hold slack (ns)  std cells  TNS [ns]
3_5_place_dp            -0.3832           0.5176         72   -0.3832
4_1_cts                 0.01057           0.2982         77         0
5_1_grt                 0.08387           0.3082         77         0
3_3_place_gp            -0.3758           0.4988         72   -0.3758
2_1_floorplan            0.5672           0.1129         15         0
6_report                 0.1493           0.3042         77         0
-- metal layers --
layer	global-route usage	up-vias
met1	0.02130	76
li1	-	88
met3	0.01477	0
met5	0	-
met4	0.005282	0
met2	0.02006	8
-- final cells by class --
type / count / area (um^2)
Fill cell: 406 / 3033
Clock buffer: 4 / 26.28
Multi-Input combinational cell: 9 / 102.6
Tap cell: 46 / 57.56
Timing Repair Buffer: 12 / 108.9
Inverter: 3 / 11.26
Sequential cell: 3 / 76.32
-- power breakdown --
group	switching, mW	leakage, nW	total (mW)	internal [mW]
logic	0.0299	0.127	0.0655	0.0356
registers	0.0114	0.0370	0.106	0.0946
clock network	0.0342	0.0150	0.117	0.0830
total	0.0755	0.179	0.289	0.213
-- logic make-up (layout without fill, tap and decap cells) --
| logic type | Yosys count | count (layout) | share of synthesized area |
|---|---|---|---|
| simple gates | 5 | 5 | 0.2222 |
| compound gates | 3 | 3 | 0.1588 |
| flops | 3 | 3 | 0.4842 |
| buf+inv | 3 | 19 | 0.07142 |
| mux | 1 | 1 | 0.06349 |
-- worst paths after layout --
| kind | start | end | slack (ns) | depth (start not counted) |
|---|---|---|---|---|
| max | coin[0] | dispense | 0.15 | 5 |
| min in group clk0 | state[0] | state[1] | 0.53 | 2 |
| max in group asynchronous | rst | state[0] | 1.29 | 2 |
| min | rst | state[1] | 0.30 | 2 |
| min reg2reg | state[0] | state[1] | 0.53 | 2 |
| max reg2reg | state[0] | state[2] | 0.88 | 2 |
-- repair_timing --
action	4_1_cts	5_1_grt
endpoints found under the hold margin	0	0
endpoints found under the setup margin	1	1
gates cloned	0	0
buffers inserted	1	0
pin swaps	3	1
resized	4	5
-- critical path, delay by kind of cell --
family / cells / cell delay [ns]
buf+inv: 2 / 0.37
compound gates: 2 / 0.32
simple gates: 1 / 0.24
No activity file was given, so power comes from the tool's default toggle rates.
